`flow/design.v`:
```
module collatz( input logic         clk,    
		input logic 	    go,     
		input logic  [31:0] n,      
		output logic [31:0] dout,   
		output logic 	    done);  
   logic default0;
   always_ff @(posedge clk) begin
      default0 <= 1;
      if (go) begin
	 dout <= n;
	 done <= 0;
      end else begin
	 if (dout >= 2) begin
	    if (dout == 2)
	       done <= 1;
	    if (dout % 2 == 1)
	       dout <= 3 * dout + 1;
            else
	       dout <= dout / 2;
	 end
	 if (dout == 1 || (default0 && dout == 0)) begin
	    dout <= 1;
	    done <= 1;
	 end
      end
   end
endmodule
```
`flow/run.sh`:
```
#!/bin/bash
# OpenROAD 26Q1-2900-gdf79404cd8, Yosys 0.63+post, stock flow scripts
make -C /OpenROAD-flow-scripts/flow DESIGN_CONFIG=/design/flow/config.mk WORK_HOME=/design/flow/orfs finish
```
`flow/config.mk`:
```
export PLATFORM = sky130hd
export DESIGN_NAME = collatz
export DESIGN_NICKNAME = collatz
export VERILOG_FILES = /design/flow/design.v
export SDC_FILE = /design/flow/constraint.sdc
export NUM_CORES = 4
export LEC_CHECK = 1
export CORE_UTILIZATION = 40
```
`flow/constraint.sdc`:
```
current_design collatz

set clk_period 11.3
set clk_io_pct 0.2

create_clock -name clk0 -period $clk_period [get_ports {clk}]

set non_clock_inputs [all_inputs -no_clocks]
set_input_delay [expr $clk_period * $clk_io_pct] -clock clk0 $non_clock_inputs
set_output_delay [expr $clk_period * $clk_io_pct] -clock clk0 [all_outputs]
```
==> impl_metrics.ini <==
; implementation run metrics
[finish]
drive_gt1_frac = 0.0542
final_util = 0.517
fillers = 829
area_growth_pct = 22.9

[clocking]
cts_tree = done
clk_pin_slew_ps = 70
clock_path_buffers = 2
worstSkewPairLatency_ps = 290
cts_root_buf = clkbuf_8
postCtsHoldBufs = 0
clock-sinks = 33
cts_setup_buffers = 0
cts_buffers = 5
cts-resized-gates = 0
htree_levels = 2

[run]
warning_count = 44
drv_cap = 0

[timing]
maxSlewHeadroom = 0.549
rsz0062_at_grt = no
worst_slew_pin_slew_ps = 675
slew_viol_final = 0
finalHoldViolCount = 0
post-route-min-period_ps = 4190
skew_ps = 8.15
setup_viol_count_final = 0
fmax_ghz = 0.239
timing.setup.tns_ps = 0
finalCritPeriodShare = 0.371

[synth]
yosysWarnings = 1
synthArstFlopShare = 0
ys_cells = 437
synth_area_um2 = 3740
ys_seq_frac = 0.262
ys.flops = 33
netlist_instances = 437
yosys_area_um2 = 3740
syn_area_per_cell_um2 = 8.56
edf_count = 32
ff_type = edfxtp_1
ys_types = 59

[outcome]
status = finished clean

[setup_path]
cp-end-kind = register
path_buffers = 2
worstPathRequired_ps = 11430
slowest_stage = nand2_1
path_max_fanout = 36
crit_path_cell_trace = clkdlybuf4s50_1 > buf_4 > nor2b_1 > nand2_1 > nor4b_1 > nand2_1 > o211ai_1
path_delay_family = simple AND/OR/NAND/NOR gates
cpPeakStageDelay_ps = 470
start_kind = input pin
r2r_slack_ps = 8040
crit_type = input pin to register
crit_path_frequent_cell = nand2_1
cp.arrival_ps = 4320

[placement]
finalWeightedCongestion = 0.934
port_buffers = 66
dp_hpwl_um = 8140

[global_routing]
grt_start_max_net_pins = 37
grt.total_usage = 0.225
first_global_vias = 3247
grt_pass1_wl_um = 16700
overflow = 0
grt_antenna_before_repair = 0

[die]
fp_util = 0.420
fp.dieW_um = 98.7
rows = 34
ioPinCount = 67
die_h_um = 98.7
die_area_um2 = 9740
coreArea_um2 = 8890

[worst_hold_path]
hold_path_class = register to register

[drt]
route.detailed.drc = 0
drt-pass1-iter-count = 6
drtAntennaViolNets = 0
routedWlPerCell_um = 17.0
drt-vias-per-instance = 5.77
n_antenna_cell = 0
via_count = 3494
drt-initial-drc-count = 186
wl_um = 10300
[cell usage in the layout (no fill, tap or decap), types with 6 or more instances in the layout]
cell type	count
clkdlybuf4s50_1	66
a21oi_1	32
nand3_1	16
xnor2_1	12
edfxtp_1	32
nand2_1	44
a22oi_1	15
mux2i_1	9
inv_1	36
o21ai_0	37
ha_1	50
xor2_1	10
nor3_1	7
nand4_1	6
a21o_1	7
nor2_1	16
o21ai_1	12
[worst paths after layout]
check,startpoint,to,cells after the start
min reg2reg,done$_SDFFE_PP0P_,done$_SDFFE_PP0P_,2
min,done$_SDFFE_PP0P_,done$_SDFFE_PP0P_,2
max reg2reg,dout[0]$_DFFE_PP_,dout[29]$_DFFE_PP_,11
max,go,dout[26]$_DFFE_PP_,7
[layout make-up]
cell class	instances	area, µm²	area share
clock inverter	3	41.3	0.00898
timing repair buffer	70	691	0.150
sequential	33	981	0.213
clock buffer	5	68.8	0.0150
inverter	37	139	0.0302
tap	108	135	0.0294
multi-input combinational	350	2540	0.553
[stage by stage]
stage               cell area, µm²  instances  hold slack, ps  setup slack [ps]
finish                        4600        606             450              7110
global route                  4600        606             471              6980
CTS                           4600        606             454              7130
detailed placement            4490        598             442              6850
global placement              4490        598             439              6890
floorplan                     3740        437             411              7030
[worst reg2reg max path, cell delays in order (launching register included)]
cell and delay [ps]:
edfxtp_1 320, buf_4 260, clkinv_1 420, ha_1 450, a211oi_2 210, nor2_1 100
o31a_1 310, o31a_4 430, nand3_1 130, o31ai_1 100, xnor2_1 190, o21ai_1 70
[sequential cells by signal, summed over array words and instances, names as in the netlist]
register,flops
done,1
dout,32
[cells in the mapped netlist (9+ instances only)]
cell type  count  area [µm²]
inv_1         36         135
nand2_1       44         165
o21ai_0       37         185
ha_1          50         626
xor2_1        10        87.6
edfxtp_1      32         961
nor2_1        16        60.1
a22oi_1       15         113
mux2i_1        9        90.1
o21ai_1       12        60.1
nand3_1       16        80.1
a21oi_1       32         160
clkbuf_1      10        37.5
xnor2_1       12         105
[logic make-up (layout without fill, tap and decap cells)]
family          after synthesis  count (layout)  share of synthesized area
compound gates              152             152                      0.281
flops                        33              33                      0.262
buf+inv                      54             115                     0.0582
simple gates                116             116                      0.150
mux                           9               9                     0.0241
fa+ha+maj                    51              51                      0.173
xor+xnor                     22              22                     0.0515
[routing by layer]
metal | routed length [µm] | share of wire | vias to the layer above | track usage
met5 | 0 | 0 | - | 0
met4 | 106 | 0.010 | 0 | 0.0264
li1 | - | - | 1741 | -
met1 | 4860 | 0.47 | 1624 | 0.340
met2 | 4740 | 0.46 | 119 | 0.361
met3 | 608 | 0.059 | 10 | 0.0382
